===== flow/run.sh =====
#!/bin/bash
# OpenROAD 26Q1-2900-gdf79404cd8, Yosys 0.63+post, stock flow scripts
make -C /OpenROAD-flow-scripts/flow DESIGN_CONFIG=/design/flow/config.mk WORK_HOME=/design/flow/orfs finish

===== flow/design.v =====
module ALU(A,B,ALUsrc,zero,ALUresult);
    input [31:0] A,B;
    input [2:0] ALUsrc;
    output reg zero;
    output reg[31:0] ALUresult;
    always@(A,B,ALUsrc) begin
        if (ALUsrc == 3'b0)
            ALUresult = A & B;
        else if (ALUsrc == 3'b001)
            ALUresult = A | B;
        else if (ALUsrc == 3'b010)
            ALUresult = A + B;
        else if (ALUsrc == 3'b110)
            ALUresult = A - B;
        else if (ALUsrc ==3'b111)
            if (A<B) ALUresult = {31'b0,1'b1};
            else ALUresult = 32'b0;
        if (ALUresult == 32'b0)
            zero = 1'b1;
        else
            zero = 1'b0;
    end
endmodule

===== flow/constraint.sdc =====
current_design ALU

set clk_period 26.9
set clk_io_pct 0.2

create_clock -name clk0 -period $clk_period

set non_clock_inputs [all_inputs -no_clocks]
set_input_delay [expr $clk_period * $clk_io_pct] -clock clk0 $non_clock_inputs
set_output_delay [expr $clk_period * $clk_io_pct] -clock clk0 [all_outputs]

===== flow/config.mk =====
export PLATFORM = sky130hd
export DESIGN_NAME = ALU
export DESIGN_NICKNAME = ALU
export VERILOG_FILES = /design/flow/design.v
export SDC_FILE = /design/flow/constraint.sdc
export NUM_CORES = 4
export LEC_CHECK = 1
export CORE_UTILIZATION = 30

==> results.py <==
# Physical implementation metrics
metrics = {
    "global_route": {
        "met1_usage_pct": 32.49,
        "antenna_found_initial": 0,
        "grt-busiest-layer": "met2",
        "track_usage_pct": 22.20,
        "met3_usage_pct": 1.798,
        "grt_pass1_vias": 6201,
        "grt_pass1_wl_um": 34890,
        "overflow": 0,
        "use_met2_pct": 35.05,
        "grt_start_max_net_pins": 63,
    },
    "synth": {
        "adder_share_pct": 20.79,
        "ys_sh_mux_pct": 4.170,
        "yosys_warnings": 1,
        "synth.logic.top_family": "AND-OR/OR-AND gates",
        "yosys.area.top_type_share_pct": 20.12,
        "xor_area_share_pct": 2.178,
        "synth.avg_cell_area_um2": 6.948,
        "simple_gate_area_share_pct": 22.78,
        "ys_cells": 868,
        "synth_top_cell_by_area": "ha_1",
        "aoi_share_pct": 31.18,
        "synth-seq-cells": 32,
        "area_leaders": "ha_1, dlxtn_1, inv_1",
        "ff_type": "dlxtn_1",
        "syn_inst": 868,
        "synthesis.area_um2": 6031,
        "async_flop_share_pct": 0,
        "ys_area_um2": 6031,
        "ys_types": 87,
        "enable_flop_cells": 0,
    },
    "floorplanning": {
        "die_x_um": 143.8,
        "coreArea_um2": 19590,
        "chipArea_um2": 20670,
        "std_cell_rows": 51,
        "die_h_um": 143.8,
        "fp_util_pct": 30.78,
        "io_pins": 100,
    },
    "final_timing": {
        "rsz0062_at_grt": "false",
        "unclocked_regs": 32,
        "max_freq_mhz": 64.07,
        "untimed_endpoints": 64,
        "hold_violations": 0,
        "finalCritPeriodShare_pct": 58.02,
        "min_period_ns": 15.61,
        "setup_slack_ns": 11.29,
        "tns_ns": 0,
        "worst-slew-pin-transition_ns": 1.007,
        "slew_headroom_pct": 32.59,
        "slew_violations": 0,
        "setup_viol": 0,
    },
    "critical_path": {
        "crit_chain": "clkdlybuf4s50_1 > inv_1 > ha_1 > nor2b_2 > a2111oi_2 > o21ai_2 > mux2i_1 > or4_4 > or4_1 > nor4_1 > nand4b_1 > nor4_1 > nand4b_1 > nor4_2 > clkdlybuf4s50_1",
        "crit_family": "simple AND/OR/NAND/NOR gates",
        "crit_fanout": 9,
        "cp.required_ns": 21.52,
        "cp.arrival_ns": 10.23,
        "crit_type": "in -> out",
        "crit_buf_inv": 3,
        "crit_path_start_kind": "primary input",
        "cpMaxStageDelayCell": "a2111oi_2",
        "slowest_delay_ns": 0.63,
        "worstSetupStartpoint": "A[4]",
        "path_depth": 15,
        "endpoint_kind": "primary output",
    },
    "power": {
        "leakagePower_nw": 3.191,
        "p_per_area_nw_per_um2": 20.05,
        "vdd_drop_max_mv": 0.009718,
    },
    "final_layout": {
        "area_delta_synth_final_pct": 19.09,
        "seqCellArea_um2": 480.5,
        "n_fill_cell": 2096,
        "logic_area_um2": 4895,
        "largest_reg_flops": 32,
        "drive_gt1_share_pct": 4.741,
    },
    "placement": {
        "pre_cts_ws_ns": 11.32,
        "dp_hpwl_um": 18080,
        "gp_congestion": 0.9784,
        "io_buffer_count": 100,
    },
    "clocking": {
        "post_cts_resized": 0,
        "post-cts-setup-buffers": 0,
        "hold_buffers": 0,
    },
    "detailed_routing": {
        "viasPerCell": 5.552,
        "via_count": 6623,
        "drt-initial-drc-count": 553,
        "dr.pass1.iters": 5,
        "drt-total-wl_um": 22600,
        "antenna_cells": 0,
        "drc": 0,
        "drt.antenna.violating_nets": 0,
        "wl_per_cell_um": 18.94,
    },
    "job": {
        "tool_warnings": 97,
        "maxCapViolations": 0,
    },
    "hold_path": {
        "min_from": "ALUsrc[0]",
        "min_path_cells": 8,
        "hold_class": "in -> out",
    },
    "run_status": {
        "status": "finished clean",
    },
}
-- through the flow --
stage / hold WS [ns] / util [%] / cell area, um2 / std cells / power [mW]
after floorplan: 11.19 / - / 6031 / 868 / 0.09574
after global placement: 12.09 / 36.66 / 7182 / 1193 / 0.1418
after detailed placement: 12.10 / 36.66 / 7182 / 1193 / 0.1408
after CTS: 12.10 / 36.66 / 7182 / 1193 / 0.1416
after global routing: 12.21 / 36.66 / 7182 / 1193 / 0.1557
final: 12.10 / 36.66 / 7182 / 1193 / 0.1440
-- power by group --
group / internal [mW] / switching (mW) / total [mW]
Clock: 0 / 0 / 0
Combinational: 0.0541 / 0.0836 / 0.138
Sequential: 0.00563 / 0.000709 / 0.00634
-- cell families after synthesis --
logic type	Yosys count
XOR/XNOR	15
adder cells (fa/ha/maj)	99
AND/OR/NAND/NOR	264
AND-OR/OR-AND	274
latches	32
buffers and inverters	159
multiplexers	25
-- routing by layer --
metal | vias up | wire length, um | share of wire (%)
met5 | - | 0 | 0
met4 | 0 | 660 | 2.9
met3 | 33 | 1555 | 6.9
met2 | 306 | 10040 | 44
met1 | 3048 | 10340 | 46
li1 | 3236 | - | -
-- cell usage after synthesis (all sizes together) (12+ instances only) --
cell type,instances
nor2,66
o21ai,52
inv,108
dlxtn,32
nand2,54
nor3,32
a21oi,74
nand3,18
xnor2,15
buf,23
ha,97
o31ai,15
nor4,20
mux2i,24
a211oi,12
clkbuf,27
-- final cells by class --
type	instances	share of cell area [%]
Multi-Input combinational cell	677	68.15
Sequential cell	32	6.690
Inverter	109	5.697
Tap cell	265	4.617
Timing Repair Buffer	110	14.84
-- cell usage in the layout (no fill, tap or decap), types with 12 or more instances in the layout --
master / netlist / final
clkdlybuf4s50_1: 0 / 98
mux2i_1: 24 / 24
nand3_1: 18 / 18
nor2_1: 64 / 64
a21oi_1: 72 / 72
xnor2_1: 15 / 15
nand2_1: 53 / 53
a211oi_1: 12 / 12
inv_1: 107 / 107
o21ai_0: 47 / 46
ha_1: 97 / 97
dlxtn_1: 32 / 32
o31ai_1: 14 / 14
nor3_1: 31 / 31
nor4_1: 18 / 18
-- path summary, 6_finish.rpt --
check	endpoint
setup / recovery	zero
hold / removal	zero
Power and IR drop assume default switching activity.
