[config.mk]
export PLATFORM = sky130hd
export DESIGN_NAME = controller
export DESIGN_NICKNAME = controller
export VERILOG_FILES = /design/flow/design.v
export SDC_FILE = /design/flow/constraint.sdc
export NUM_CORES = 4
export LEC_CHECK = 1
export CORE_AREA = 10 10 89 89
export DIE_AREA = 0 0 99 99
[constraint.sdc]
current_design controller

set clk_period 2.8
set clk_io_pct 0.2

create_clock -name clk0 -period $clk_period [get_ports {clk}]

set non_clock_inputs [all_inputs -no_clocks]
set_input_delay [expr $clk_period * $clk_io_pct] -clock clk0 $non_clock_inputs
set_output_delay [expr $clk_period * $clk_io_pct] -clock clk0 [all_outputs]
[design.v]
module controller(clk,rst,zero,selPc,OPC,sel31,regwrite,RegDst,alu_op,MemRead,MemWrite,MemToReg,IorD,IRWrite,ALUSrcA,ALUSrcB,PCSrc,PCsel,Jrsel);
    input [5:0] OPC;
    input clk,rst,zero;
    output reg IorD,IRWrite,ALUSrcA,RegDst,sel31,regwrite,MemRead,MemWrite,MemToReg,selPc,Jrsel;
    output reg [1:0] alu_op,ALUSrcB,PCSrc;
    reg PCWriteCond,PCWrite,not_branch;
    output wire PCsel;
    parameter[3:0] IF = 4'b0000,ID = 4'b0001,RT = 4'b0010,J = 4'b0011,BEQ = 4'b0100,MemoryAccess = 4'b0101,MemRef = 4'b0110,SW = 4'b0111,LW = 4'b1000,LWCompletion = 4'b1001,ADDI = 4'b1010,ANDI = 4'b1011,JAL = 4'b1100,BNE = 4'b1101,JR= 4'b1110;
    reg [3:0] ps,ns;
    always@(posedge clk,posedge rst)begin
      if(rst) ps <= 4'b0000;
      else ps<=ns;
    end
    always@(ps,OPC)begin
    case(ps)
        IF:ns = ID;
        ID:begin
            if(OPC == 6'b000010)  
                ns = J;
            else if(OPC == 6'b000100) 
                ns = BEQ;
            else if(OPC == 6'b000101) 
                ns = BNE;
            else if(OPC == 6'b000000)  
                ns = RT;
            else if(OPC == 6'b101011 || OPC == 6'b100011 || OPC == 6'b001000 || OPC == 6'b001100) 
                ns = MemRef;
            else if(OPC == 6'b000011) 
                ns = JAL;
            else if (OPC == 6'b111111) 
                ns = RT;
            end
        J:ns = IF;
        BEQ:ns = IF;
        RT:begin
            if (OPC == 6'b000000)
                ns = MemoryAccess;
            else if(OPC == 6'b111111)
                ns = JR;
        end
        MemoryAccess:ns = IF;
        MemRef:begin
            if (OPC == 6'b101011)
                ns = SW;
            else if(OPC == 6'b100011)
                ns = LW;
            else if(OPC == 6'b001000)
                ns = ADDI;
            else if(OPC == 6'b001100)
                ns = ANDI;
        end
        SW:ns = IF;
        LW:ns = LWCompletion;
        LWCompletion:ns = IF;
        ADDI:ns = IF;
        ANDI:ns = IF;
        JAL:ns = IF;
        BNE:ns = IF;
        JR:ns = IF;
    endcase
    end
    always@(ps)begin
    {IRWrite,PCWrite,PCWriteCond,IorD,ALUSrcA,sel31,regwrite,RegDst,MemRead,MemWrite,MemToReg,not_branch,selPc,Jrsel} = 14'b0;
    ALUSrcB = 2'b11; PCSrc = 2'b00; alu_op = 2'b00;
    case(ps)
        IF:begin
            {MemRead,IRWrite,PCWrite} = 3'b111;
            ALUSrcB = 2'b01;
        end
        ID: ;
        J:begin
            PCWrite = 1'b1;
            PCSrc = 2'b01;
        end
        BEQ:begin
            {ALUSrcA,PCWriteCond} = 2'b11;
            ALUSrcB = 2'b00;
            alu_op = 2'b01;
            PCSrc = 2'b10;
        end
        BNE:begin
            {ALUSrcA,not_branch} = 2'b11;
            ALUSrcB = 2'b00;
            alu_op = 2'b01;
            PCSrc = 2'b10;
        end
        RT:begin
            ALUSrcA = 1'b1;
            ALUSrcB = 2'b00;
            alu_op = 2'b10;
        end
        MemoryAccess: {RegDst,regwrite} = 2'b11;
        MemRef:begin
            ALUSrcA = 1'b1;
            ALUSrcB = 2'b10;
        end
        SW: {IorD,MemWrite} = 2'b11;
        LW:{IorD,MemRead} = 2'b11;
        LWCompletion: {MemToReg,regwrite} = 2'b11;
        ADDI:regwrite = 1'b1;
        ANDI:begin
            regwrite = 1'b1;
            alu_op = 2'b11;
        end
        JAL:begin
            {selPc,sel31,regwrite,PCWrite} = 4'b1111;
            PCSrc = 2'b01;
        end
        JR:begin
            PCWrite = 1'b1;
            Jrsel = 1'b1;
        end
    endcase
    end
    assign PCsel = PCWrite | (PCWriteCond & zero ) | (not_branch & (~zero)) ;
endmodule
[run.sh]
#!/bin/bash
# OpenROAD 26Q1-2900-gdf79404cd8, Yosys 0.63+post, stock flow scripts
make -C /OpenROAD-flow-scripts/flow DESIGN_CONFIG=/design/flow/config.mk WORK_HOME=/design/flow/orfs finish
==> impl_metrics.json <==
{
  "timing.fmax_mhz": 398.7,
  "ios": 27,
  "synth_flops": 8,
  "grt_max_degree": 25,
  "synth_area_per_cell_sq_um": 7.454,
  "cts_root_buf": "clkbuf_8",
  "post_cts_buffers": 0,
  "async_reset_ff_frac": 0.5000,
  "leakage_nw": 0.5135,
  "port_buffers": 26,
  "clk_pin_slew_ns": 0.03,
  "yosysChipArea_sq_um": 879.6,
  "rows": 28,
  "placed_area_sq_um": 1191,
  "critPathCaptureType": "output pin",
  "layout_top_cell": "clkdlybuf4s50_1",
  "power_density_nw_per_um2": 386.9,
  "finalSetupViolCount": 0,
  "initial_core_util": 0.1468,
  "crit_start": "ps[0]",
  "vias": 876,
  "fin_crit_sh": 0.8958,
  "layout.cells.non_filler": 214,
  "ctsResizeCount": 0,
  "rsz0062_at_grt": "false",
  "worst_slew_pin_slew_ns": 0.6299,
  "critical_path_arrival_ns": 1.95,
  "routedWlPerCell_um": 10.61,
  "synthFlopType": "dlxtn_1",
  "drc_errors": 0,
  "die_w_um": 99,
  "finalPower_w": 0.0004768,
  "drt-total-wl_um": 2270,
  "n_antenna_cell": 0,
  "hold_buffers": 0,
  "grt_overflow": 0,
  "edf_count": 0,
  "final_max_slew_viol_count": 0,
  "hold_viol": 0,
  "place_hpwl_um": 1829,
  "grt_pass1_vias": 880,
  "status": "complete, no violations",
  "postRouteAntennaNets": 0,
  "antenna_found_initial": 0,
  "critPathKind": "flip-flop to output pin",
  "lay_top_cells": "clkdlybuf4s50_1 (26), nand2_1 (13), nor2_1 (11)",
  "critPathCapture": "alu_op[0]",
  "place.gp.congestion": 0.8403,
  "die_area_sq_um": 9801,
  "utilization": 0.2057,
  "cp-start-kind": "flip-flop",
  "htreeDepth": 1,
  "crit_fanout": 9,
  "maxCapViolations": 0,
  "grt_pass1_wl_um": 3967,
  "cts_max_path_buffers": 2,
  "syn_to_final_growth_pct": 40.11,
  "grt_util_all_layers": 0.04501,
  "cp.required_ns": 2.24,
  "cts_buffers": 3,
  "warnings": 31,
  "drt_first_pass_iters": 4,
  "unclocked_regs": 4,
  "ys_warn_count": 1,
  "syn_area_sq_um": 879.6,
  "via_per_inst": 4.093,
  "die.size.y_um": 99,
  "core_area_sq_um": 5991,
  "yosys-stat-cells": 118,
  "untimed_endpoints": 8,
  "min_path_type": "primary input to asynchronous set/reset pin",
  "syn_inst": 118,
  "dp.cells": 211,
  "vdd_drop_max_v": 0.0001355,
  "drt_iter0_drc": 46,
  "cts_tree": "yes",
  "fin_area_sq_um": 1232,
  "slew_headroom": 0.5800,
  "layout-drive-gt1-share": 0.06475,
  "fin_crit_ns": 2.508,
  "fill_cells": 655,
  "tns_ns": 0,
  "netlist-cell-type-count": 40
}
## cells in the mapped netlist (3+ instances only)
library cell	number	area share
nor2b_1	6	0.043
nand3_1	3	0.017
a31oi_1	3	0.021
a21oi_1	8	0.046
mux2i_1	3	0.034
inv_1	6	0.026
buf_2	4	0.023
dlxtn_1	4	0.068
and3b_1	3	0.030
nor2_1	11	0.047
buf_4	3	0.026
nand2_1	13	0.055
o21ai_0	6	0.034
dfrtp_1	4	0.11
and3_1	3	0.021
ha_1	7	0.10
## stage by stage
stage / hold WS [ns] / setup slack, ns
3_3_place_gp: 0.8031 / 0.4208
4_1_cts: 0.5802 / 0.2558
3_5_place_dp: 0.8075 / 0.4090
5_1_grt: 0.5734 / 0.1138
6_report: 0.5581 / 0.2918
2_1_floorplan: 0.3261 / 1.095
## power by group
group          leakage (nW)  internal [W]  switching [W]
clock                0.0216     0.0000913      0.0000263
combinational         0.410      0.000135       0.000107
sequential           0.0824     0.0000920      0.0000248
total                 0.513      0.000319       0.000158
## worst max-delay path, cell delays in order (launching register included)
cell             delay (ns)
dfrtp_1                0.41
inv_1                  0.16
ha_1                   0.35
mux2_2                 0.21
nand2_1                0.08
nand2_1                0.07
clkdlybuf4s50_1        0.46
## worst min-delay path by stage
stage / slack [ns] / start / endpoint / depth (start not counted)
final: 0.56 / rst / ps[3] / 2
after global routing: 0.57 / rst / ps[3] / 2
after CTS: 0.58 / rst / ps[3] / 2
## flip-flops by register name (all words and copies together), names as in the netlist
register / count
ps: 4
ns: 4
## final cells by class
cell class	count	area [sq um]	share of cell area
clock buffers	3	41.29	0.03350
inverters	6	22.52	0.01827
multi-input cells	95	646.9	0.5249
flip-flops and latches	8	160.2	0.1299
well taps	75	93.84	0.07614
repair buffers	27	267.8	0.2173
## metal layers
layer / wire length (um) / global-route usage / vias up
met5: 0 / 0 / -
met1: 1057 / 0.05853 / 387
met2: 1021 / 0.07315 / 23
met3: 147 / 0.009866 / 2
met4: 43 / 0.01213 / 0
li1: - / - / 464
## kinds of logic after synthesis
family	Yosys count	synth area share
flip-flops	4	0.1138
latches	4	0.06828
buffers and inverters	15	0.08249
AND-OR/OR-AND	30	0.2219
XOR/XNOR	1	0.009959
adder cells (fa/ha/maj)	7	0.09957
multiplexers	5	0.05974
AND/OR/NAND/NOR	52	0.3443
Power and IR drop assume default switching activity.
