File: flow/run.sh
#!/bin/bash
# OpenROAD 26Q1-2900-gdf79404cd8, Yosys 0.63+post, stock flow scripts
make -C /OpenROAD-flow-scripts/flow DESIGN_CONFIG=/design/flow/config.mk WORK_HOME=/design/flow/orfs finish
File: flow/config.mk
export PLATFORM = sky130hd
export DESIGN_NAME = mux4sel32
export DESIGN_NICKNAME = mux4sel32
export VERILOG_FILES = /design/flow/design.v
export SDC_FILE = /design/flow/constraint.sdc
export NUM_CORES = 4
export LEC_CHECK = 1
export CORE_AREA = 10 10 96 96
export DIE_AREA = 0 0 106 106
File: flow/constraint.sdc
current_design mux4sel32

set clk_period 4.8
set clk_io_pct 0.2

create_clock -name clk0 -period $clk_period

set non_clock_inputs [all_inputs -no_clocks]
set_input_delay [expr $clk_period * $clk_io_pct] -clock clk0 $non_clock_inputs
set_output_delay [expr $clk_period * $clk_io_pct] -clock clk0 [all_outputs]
File: flow/design.v
module mux4sel32(inp1,inp2,inp3,inp4,s,out);
input [31:0] inp1,inp2,inp3,inp4;
input [1:0] s;
output reg [31:0] out;
always@(inp1,inp2,inp3,inp4,s) begin
	if (s == 2'b00)
		out = inp1;
	if (s == 2'b01)
		out = inp2;
	if (s == 2'b10)
		out = inp3;
	if (s == 2'b11)
		out = inp4;
end
endmodule
==> results.toml <==
# physical design summary
[outcome]
outcome = "finished, final reports clean"

[placement]
dp.cells = 359
routabilityCongestion = 0.7748
port_buffers = 162
dp_hpwl_um = 5205

[floorplan]
chip_area_um2 = 11240
dieHeight_um = 106
core-area_um2 = 7214
ios = 162
die_w_um = 106
num_rows = 31
initial_core_util = 0.1800

[worst_setup_path]
start_kind = "input port"
endpoint = "out[25]"
cp.required_ps = 3840
path_max_fanout = 21
cp.arrival_ps = 3280
end_kind = "output port"
crit_path_start = "s[1]"
crit_type = "in -> out"

[final_timing]
unclocked_regs = 32
setup_viol = 0
fin_setup_tns_ps = 0
slew_headroom = 0.5965
min_period_ps = 4238
rsz0062_at_grt = "no"
fin_crit_sh = 0.8830
untimed_endpoints = 32
worst_slew_pin_slew_ps = 605.2
drv_slew = 0
max_freq_ghz = 0.2359
hold_viol = 0

[global_route]
grt_max_degree = 33
grt_usage = 0.09996
antenna_found_initial = 0
grt_overflow_total = 0
grt_pass1_wl_um = 8721
grt_pass1_vias = 1578

[cts]
postCtsHoldBufs = 0
cts_resized = 0
post_cts_buffers = 0

[cells_and_area]
mostFrequentLayoutCell = "clkdlybuf4s50_1"
largest_reg_flops = 32
nFillCells = 705
syn2layout_area_growth_pct = 137.5
instances_no_fill = 359
most-common-layout-cells = "161 x clkdlybuf4s50_1, 32 x dlxtn_1, 32 x conb_1"
drive_gt1_frac = 0.1269

[power]
switchingPower_w = 0.00004015
clock_power_share = 0
leakagePower_nw = 1.219
power_w = 0.0002241
comb_power_share = 0.856
sw_frac_of_total = 0.1791
p_int_w = 0.0001840
irDropWorstVdd_mv = 0.04807
powerDensity_nw_per_um2 = 72.67
seqPwrFrac = 0.144

[yosys]
synth.cell_area_um2 = 1299
yosysCellCount = 72
syn_area_per_cell_um2 = 18.04
syn-instance-count = 72
synth_cell_type_count = 7
ys_warn_count = 1
ys_chip_area_um2 = 1299
ys_ff = 32

[flow_run]
warnings = 32
cap_viol_max_count = 0

[drt]
first_pass_iters = 4
wire_per_inst_um = 15.49
viasPerCell = 3.752
vias = 1347
drt_iter0_drc = 27
n_antenna_cell = 0
drt-total-wl_um = 5560
ant_nets = 0
post-route-drc-count = 0
synth_stat cells, drive strengths merged:
cell	count	area share
conb	1	0.0029
mux4	32	0.56
buf	7	0.066
dlxtn	32	0.37
power groups by stage:
| stage | Clock (W) | Sequential, W | Combinational [W] |
|---|---|---|---|
| after CTS | 0 | 0.0000325 | 0.000196 |
| after global routing | 0 | 0.0000341 | 0.000208 |
| final | 0 | 0.0000324 | 0.000192 |
layout make-up:
cell class	instances	area, µm²	area share
flip-flops and latches	32	480.5	0.1558
well taps	99	123.9	0.04016
multi-input cells	64	848.3	0.2751
repair buffers	164	1632	0.5290
cell families after synthesis:
| kind of cell | after synthesis | share of synthesized area |
|---|---|---|
| other | 1 | 0.002887 |
| buffers and inverters | 7 | 0.06647 |
| latches | 32 | 0.3699 |
| multiplexers | 32 | 0.5607 |
critical path: stages:
cell,delay (ps)
clkdlybuf4s50_1,840
buf_4,400
mux4_2,270
dlxtn_1,330
clkdlybuf4s50_1,460
layer usage:
metal	part of all wire	GRT usage	up-vias
met5	0	0	-
met2	0.54	0.1837	78
met3	0.12	0.04709	0
met1	0.34	0.1090	619
met4	0	0	0
li1	-	-	650
stage by stage:
stage               utilization  setup slack, ps  instance area (µm²)
CTS                      0.4275            474.4                 3084
finish                   0.4275            561.7                 3084
floorplan                     -             1922                 1415
detailed placement       0.4275            484.2                 3084
global route             0.4275            410.2                 3084
global placement         0.4275            500.9                 3084
Power and IR drop assume default switching activity.
